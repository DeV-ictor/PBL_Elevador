<file path="./run.sh">
#!/bin/bash
# OpenROAD 26Q1-2900-gdf79404cd8, Yosys 0.63+post, stock flow scripts
make -C /OpenROAD-flow-scripts/flow DESIGN_CONFIG=/design/flow/config.mk WORK_HOME=/design/flow/orfs finish
</file>
<file path="./config.mk">
export PLATFORM = sky130hd
export DESIGN_NAME = engine_counter
export DESIGN_NICKNAME = engine_counter
export VERILOG_FILES = /design/flow/design.v
export SDC_FILE = /design/flow/constraint.sdc
export NUM_CORES = 4
export LEC_CHECK = 1
export CORE_AREA = 10 10 70 70
export DIE_AREA = 0 0 80 80
</file>
<file path="./constraint.sdc">
current_design engine_counter

set clk_period 2.7
set clk_io_pct 0.2

create_clock -name clk0 -period $clk_period [get_ports {clk}]

set non_clock_inputs [all_inputs -no_clocks]
set_input_delay [expr $clk_period * $clk_io_pct] -clock clk0 $non_clock_inputs
set_output_delay [expr $clk_period * $clk_io_pct] -clock clk0 [all_outputs]
</file>
<file path="./design.v">
module engine_counter (
  input  wire clk, reset,
  input  wire [1:0] dir,  
  output wire [3:0] count,  
  output R0, R1, R2, R3, R4, R5, R6, C0, C1, C2, C3, C4
);
  reg [3:0] count_reg;  
  always @(posedge clk or posedge reset) begin
	 if (reset) begin
		 count_reg <= 3'b000;
	 end else begin
		 if (dir == 2'b10) begin
			 if (count_reg == 3'b110)
					count_reg <= 3'b000;
			 else
					count_reg <= count_reg + 1;  
		 end else if (dir == 2'b01) begin
			 if (count_reg == 3'b000)
				  count_reg <= 3'b110;
			 else
				  count_reg <= count_reg - 1;  
		 end else
			 count_reg <= count_reg;
	  end
  end
  assign count = count_reg;  
  assign R0 = (count == 3'b000) ? 1'b0 : 1'b1;
  assign R1 = (count == 3'b001) ? 1'b0 : 1'b1;
  assign R2 = (count == 3'b010) ? 1'b0 : 1'b1;
  assign R3 = (count == 3'b011) ? 1'b0 : 1'b1;
  assign R4 = (count == 3'b100) ? 1'b0 : 1'b1;
  assign R5 = (count == 3'b101) ? 1'b0 : 1'b1;
  assign R6 = (count == 3'b110) ? 1'b0 : 1'b1;
  assign C0 = 1'b1;
  assign C1 = 1'b1;
  assign C2 = 1'b1;
  assign C3 = 1'b1;
  assign C4 = 1'b1;
endmodule
</file>
==> out/qor.rpt <==
WORST SETUP PATH
---------------------------------------------------------------------------
Data required time of the critical path ......................      2.16 ns
Worst Reg2Reg Path Length in Cells ...........................            5
Reg-to-reg startpoint ........................................ count_reg[0]
Setup slack of the most critical reg-to-reg path .............      1.11 ns
Endpoint of the worst register-to-register path .............. count_reg[0]
Worst Setup End Kind ......................................... primary output
Type of the setup path with the least slack .................. flip-flop to primary output
Source of the critical timing path ........................... count_reg[0]
Critical path peak fanout ....................................            8
Worst EP arrival .............................................      1.83 ns
Startpoint type of the worst setup path ......................    flip-flop

FINAL TIMING
---------------------------------------------------------------------------
Maximum achievable frequency .................................      423 MHz
Clock period minus final worst setup slack ...................      2.37 ns
Setup clock skew after layout ................................  0.000321 ns
Final tally of max-slew violations ...........................            0
Post-route clock period utilization ..........................        87.6%
Final count of hold timing violations ........................            0
Setup repair after global routing missed its margin ..........        false
Final setup vio count ........................................            0
Setup total negative slack ...................................         0 ns
Final worst-path setup slack .................................     0.334 ns

DRT
---------------------------------------------------------------------------
DRT antenna net count ........................................            0
Detailed Routing Iterations Pass 1 ...........................            2
Via-per-instance ratio .......................................         3.51
Routed length per instance ...................................      10.6 µm
N_diodes .....................................................            0
Drt first-iter violations ....................................           12
DRC violation count after routing ............................            0
Total number of vias .........................................          411
Total wire length ............................................      1240 µm

SYNTH
---------------------------------------------------------------------------
Multiplexer share of the synthesized area ....................        6.54%
Cell Type Count ..............................................           29
Library cell with the highest instance count after synthesis . sky130_fd_sc_hd__nand2_1
Synth Seq Share ..............................................        20.9%
Mapped Area ..................................................      478 µm²
Count of library flops with an enable pin ....................            0
Largest area contributor in the synthesized netlist .......... sky130_fd_sc_hd__dfrtp_1
Post-synthesis chip area from yosys ..........................      478 µm²
Post-synth top area share ....................................        20.9%
Post-synthesis cell count from yosys .........................           59
Simple-Gate Area Share .......................................        28.0%
Average cell area after synthesis ............................     8.10 µm²
Async set-reset flop share out of synthesis ..................         100%
Cell count after synthesis ...................................           59
Predominant post-synthesis flop cell ......................... sky130_fd_sc_hd__dfrtp_1
Post-Synth Adder-Cell Area ...................................        15.7%
Most frequent cells after synthesis .......................... sky130_fd_sc_hd__nand2_1 (8), sky130_fd_sc_hd__ha_1 (6), sky130_fd_sc_hd__buf_4 (5), sky130_fd_sc_hd__inv_1 (5), sky130_fd_sc_hd__dfrtp_1 (4)
Registers, synthesis .........................................            4
Combinational family with the most area after synthesis ...... simple AND/OR/NAND/NOR gates
Top cells by area, synth ..................................... sky130_fd_sc_hd__dfrtp_1 (21%), sky130_fd_sc_hd__ha_1 (16%), sky130_fd_sc_hd__buf_4 (7.9%)
Area fraction in compound gates after synthesis ..............        11.3%
Xor and xnor area share after synthesis ......................           0%
Total of warnings raised by yosys ............................            1

DIE
---------------------------------------------------------------------------
Height of the die ............................................        80 µm
Floorplan die area ...........................................  0.00640 mm²
Count of pins on the block boundary ..........................           20
Core Region ..................................................  0.00342 mm²
Core Rows ....................................................           21
Starting density of the core .................................        14.0%
Width of the die .............................................        80 µm

CLOCKING
---------------------------------------------------------------------------
Clock Sinks ..................................................            4
TritonCTS buffer count .......................................            3
Number of H-tree levels ......................................            1
Resized Gates After CTS ......................................            0
Hold-fix buffer count after cts ..............................            0
Clk latency late pin .........................................      0.23 ns
Clock slew at reported path FFs ..............................      0.03 ns
TritonCTS clock tree .........................................          yes
Post-CTS setup-driven buffer insertion count .................            0
Buffers from clock root to sink, at most .....................            2
Cell at the root of the clock tree ........................... sky130_fd_sc_hd__clkbuf_4

MIN PATH
---------------------------------------------------------------------------
Worst hold path type ......................................... input pin to async pin

FLOW RUN
---------------------------------------------------------------------------
Max-cap violations ...........................................            0
Number of OpenROAD warnings ..................................           29

FINAL LAYOUT
---------------------------------------------------------------------------
Register Area ................................................      100 µm²
Layout cells sized above 1 ...................................        5.63%
Layout fillers ...............................................          393
Combinational cell area excluding buffers and inverters ......      313 µm²
Utilization after layout .....................................        19.1%
Area added between synthesis and finish ......................        36.4%
Max reg flops ................................................            4

GLOBAL ROUTING
---------------------------------------------------------------------------
Largest net degree at the start of global routing ............           13
Antenna violations before repair .............................            0
Global routing usage summed across all routing layers ........        3.92%
Wire length of the first global-routing pass .................      2060 µm
Global route total overflow ..................................            0
Via count of the first global-routing pass ...................          414

PWR
---------------------------------------------------------------------------
Power per cell area ..........................................   846 mW/mm²
Internal power ...............................................     0.338 mW
Clock network power share ....................................        12.7%
Maximum resistive drop on vdd ................................     0.285 mV
Lkg Pwr ......................................................     0.283 nW
Total power after layout .....................................     0.552 mW
Total net switching power ....................................     0.213 mW
Relative contribution of combinational cells to total power ..        58.1%
Sequential cell fraction of total power ......................        29.2%
Switching part of the total ..................................        38.7%

PLACED DESIGN
---------------------------------------------------------------------------
Half-perimeter wire length after placement ...................      1050 µm
# port buffers ...............................................           14
Placement-stage worst setup slack ............................     0.488 ns
Final GP Congestion ..........................................        0.880

RUN STATUS
---------------------------------------------------------------------------
Run status ................................................... finished, final reports clean

routing by layer:
| layer | up-vias | track usage, % | wire length (µm) | part of all wire, % |
|---|---|---|---|---|
| met5 | - | 0 | 0 | 0 |
| met4 | 0 | 0.352 | 0 | 0 |
| met3 | 0 | 0.909 | 23 | 1.9 |
| met2 | 4 | 7.70 | 708 | 57 |
| met1 | 194 | 4.21 | 503 | 41 |
| li1 | 213 | - | - | - |
placed cells by master (no fill, tap or decap), drive strengths merged:
cell type and count:
clkdlybuf4s50 14, nand2 8, ha 6, inv 5, conb 5, dfrtp 4, nor2 3, nor2b 3
clkbuf 3, nand2b 2, mux2i 2, or3b 1, a21oi 1, a211o 1, or4bb 1, o211a 1
and3b 1, nor4b 1, a2111o 1, o21ai 1, o22ai 1, mux2 1, and2b 1, nand3 1
nor4 1, nor3 1, o211ai 1
worst max-delay path by stage:
stage,end,depth (start not counted)
4_1_cts,R6,5
5_1_grt,R0,4
6_report,R0,4
cell families (layout without fill, tap and decap cells):
family	count (synthesis)	count (layout)
simple gates	24	24
buf+inv	14	22
compound gates	7	7
fa+ha+maj	6	6
flops	4	4
mux	3	3
other cells	1	5
through the flow:
step | instance area (µm²) | hold WS [ns] | cells
floorplan | 493 | 0.306 | 63
global placement | 629 | 0.609 | 114
detailed placement | 629 | 0.646 | 114
CTS | 652 | 0.492 | 117
global route | 652 | 0.503 | 117
finish | 652 | 0.493 | 117
worst max-delay path, stage by stage (launching register included):
cell and delay (ns):
sky130_fd_sc_hd__dfrtp_1 0.45, sky130_fd_sc_hd__inv_1 0.14, sky130_fd_sc_hd__ha_1 0.21, sky130_fd_sc_hd__or3b_1 0.38, sky130_fd_sc_hd__clkdlybuf4s50_1 0.43
power by group through the flow:
stage         clock network (mW)  registers [mW]  logic (mW)
CTS                       0.0755           0.159       0.332
finish                    0.0701           0.161       0.320
global route              0.0789           0.174       0.364
cell type report:
type | count | share of cell area, %
Clock buffer | 3 | 3.45
Inverter | 5 | 2.88
Multi-Input combinational cell | 45 | 48.0
Sequential cell | 4 | 15.4
Tap cell | 46 | 8.83
Timing Repair Buffer | 14 | 21.5
No activity file was given, so power comes from the tool's default toggle rates.
