`/design/flow/config.mk`:
```
export PLATFORM = sky130hd
export DESIGN_NAME = Display
export DESIGN_NICKNAME = Display
export VERILOG_FILES = /design/flow/design.v
export SDC_FILE = /design/flow/constraint.sdc
export NUM_CORES = 4
export LEC_CHECK = 1
export CORE_AREA = 10 10 70 70
export DIE_AREA = 0 0 80 80
```
`/design/flow/constraint.sdc`:
```
current_design Display

set clk_period 1.7
set clk_io_pct 0.2

create_clock -name clk0 -period $clk_period

set non_clock_inputs [all_inputs -no_clocks]
set_input_delay [expr $clk_period * $clk_io_pct] -clock clk0 $non_clock_inputs
set_output_delay [expr $clk_period * $clk_io_pct] -clock clk0 [all_outputs]
```
`/design/flow/run.sh`:
```
#!/bin/bash
# OpenROAD 26Q1-2900-gdf79404cd8, Yosys 0.63+post, stock flow scripts
make -C /OpenROAD-flow-scripts/flow DESIGN_CONFIG=/design/flow/config.mk WORK_HOME=/design/flow/orfs finish
```
`/design/flow/design.v`:
```
module Display (
	input clk96, A_P, B_P, C_P, A_A, B_A,
	output A, B, C, D, E, F, G, P, DIG1, DIG2, DIG3, DIG4
);
	wire AP, BP, CP;
	mux_2x1_lvl_ppl inst_mux(
		.sel(clk96),
		.A_P(A_P),
		.B_P(B_P),
		.C_P(C_P),
		.A_A(A_A),
		.B_A(B_A),
		.A(A),
		.B(B),
		.C(C),
		.D(D),
		.E(E),
		.F(F),
		.G(G),
	);
	assign P = 1'b1;
	assign DIG1 = clk96;
	assign DIG2 = 1'b1;
	assign DIG3 = 1'b1;
	assign DIG4 = ~clk96;
endmodule
module decoder_2to7seg (
    input [1:0] binary_in,   
    output reg [6:0] seg     
);
	always @ (binary_in) begin
		 case (binary_in)
			  2'b00: seg = 7'b1001111; 
			  2'b01: seg = 7'b0010010;  
			  2'b10: seg = 7'b0000110;  
			  2'b11: seg = 7'b1001111;  
			  default: seg = 7'b1001111;
		 endcase
	end
endmodule
module decoder_3to7seg (
    input [2:0] binary_in,   
    output reg [6:0] seg     
);
	always @ (binary_in) begin
		 case (binary_in)
			  3'b000: seg = 7'b0000001;  
			  3'b001: seg = 7'b1001111;  
			  3'b010: seg = 7'b0010010;  
			  3'b011: seg = 7'b0000110;  
			  3'b100: seg = 7'b1001100;  
			  3'b101: seg = 7'b0100100;  
			  3'b110: seg = 7'b0100000;  
			  3'b111: seg = 7'b0001111;  
			  default: seg = 7'b0000001;  
		 endcase
	end
endmodule
module mux_2x1_lvl_ppl (
	 input sel, A_P, B_P, C_P, A_A, B_A,        
    output A, B, C, D, E, F, G    
);
	 wire A_0, B_0, C_0, D_0, E_0, F_0, G_0, A_1, B_1, C_1, D_1, E_1, F_1, G_1;
    wire not_sel;
    not not_sel0 (not_sel, sel);
    wire out_A_0, out_B_0, out_C_0, out_D_0, out_E_0, out_F_0, out_G_0, out_A_1, out_B_1, out_C_1, out_D_1, out_E_1, out_F_1, out_G_1;
    and and_gate0 (out_A_0, A_0, not_sel);
    and and_gate1 (out_B_0, B_0, not_sel);
    and and_gate2 (out_C_0, C_0, not_sel);
    and and_gate3 (out_D_0, D_0, not_sel);
	 and and_gate4 (out_E_0, E_0, not_sel);
    and and_gate5 (out_F_0, F_0, not_sel);
	 and and_gate6 (out_G_0, G_0, not_sel);
    and and_gate7 (out_A_1, A_1, sel);
    and and_gate8 (out_B_1, B_1, sel);
    and and_gate9 (out_C_1, C_1, sel);
    and and_gate10 (out_D_1, D_1, sel);
	 and and_gate11 (out_E_1, E_1, sel);
    and and_gate12 (out_F_1, F_1, sel);
    and and_gate13 (out_G_1, G_1, sel);
    or or_gate0 (A, out_A_0, out_A_1);
    or or_gate1 (B, out_B_0, out_B_1);
    or or_gate2 (C, out_C_0, out_C_1);
    or or_gate3 (D, out_D_0, out_D_1);
	 or or_gate4 (E, out_E_0, out_E_1);
	 or or_gate5 (F, out_F_0, out_F_1);
	 or or_gate6 (G, out_G_0, out_G_1);
	 decoder_3to7seg decoder_inst (
		.seg({A_0, B_0, C_0, D_0, E_0, F_0, G_0}),
		.binary_in({A_P, B_P, C_P})
	 );
	 decoder_2to7seg decoder2_inst (
		.seg({A_1, B_1, C_1, D_1, E_1, F_1, G_1}),
		.binary_in({A_A, B_A})
	 );
endmodule
```
==> flow_metrics.env <==
# source this file to load flow results
export IMPL_hold_buffers=0
export IMPL_syn_inst=36
export IMPL_portBuffers=15
export IMPL_end_kind="output port"
export IMPL_crit_fanout=3
export IMPL_ys_chip_area_um2=277
export IMPL_cap_violations=0
export IMPL_yosys_area_top_type_share_pct=31.7
export IMPL_finalClockPeriodUsage_pct=98.2
export IMPL_dp_slack_ns=-0.663
export IMPL_p_per_area_nw_per_um2=191
export IMPL_peakVddDrop_mv=0.0251
export IMPL_dieArea_um2=6400
export IMPL_synth_cell_types=18
export IMPL_vias_per_cell=2.81
export IMPL_initial_core_util_pct=8.10
export IMPL_seq_area_um2=0
export IMPL_avgSynthCellArea_um2=7.68
export IMPL_synthTopCellsByCount="ha_1, buf_4, inv_1, nor2b_1"
export IMPL_critPathKind="in -> out"
export IMPL_die_w_um=80
export IMPL_antenna_found_initial=0
export IMPL_drt_iter0_drc=8
export IMPL_die_h_um=80
export IMPL_ys_seq_share_pct=0
export IMPL_crit_start="C_P"
export IMPL_power_leakage_nw=0.239
export IMPL_routed_wl_um=865
export IMPL_grt_max_degree=11
export IMPL_cp_arrival_ns=1.33
export IMPL_yosysTopAreaCell="ha_1"
export IMPL_critPathLaunchType="input port"
export IMPL_status="finished, final reports clean"
export IMPL_first_pass_iters=2
export IMPL_synth_cell_area_um2=277
export IMPL_top_cell="ha_1"
export IMPL_postLayoutCellArea_um2=523
export IMPL_path_cells="clkdlybuf4s15_2 > buf_4 > ha_1 > nor2b_2 > o21ai_0 > dlygate4sd2_1"
export IMPL_synth_stat_cells=36
export IMPL_fmax_mhz=599
export IMPL_drc_errors=0
export IMPL_diodes=0
export IMPL_core_area_um2=3420
export IMPL_maxSlewViolCount=0
export IMPL_grt_pass1_vias=245
export IMPL_synthTopCellsByArea="ha_1, buf_4, nor2b_1, inv_1, nor2b_4"
export IMPL_period_minus_slack_ns=1.67
export IMPL_warnings=38
export IMPL_rsz0062_at_grt="true"
export IMPL_synth_warnings=2
export IMPL_core_rowCount=21
export IMPL_vias=281
export IMPL_clkbuf_count=0
export IMPL_io_pin_count=18
export IMPL_ff_count=0
export IMPL_place_detailed_hpwl_um=696
export IMPL_area_growth_pct=89.1
export IMPL_setup_viol_count_final=0
export IMPL_whs_ns=1.15
export IMPL_overflow=0
export IMPL_slowest_delay_ns=0.26
export IMPL_critical_path_required_ns=1.36
export IMPL_setup_ws_ns=0.0310
export IMPL_avgRoutedWirePerCell_um=8.65
export IMPL_finalWeightedCongestion=0.720
export IMPL_min_delay_path_class="in -> out"
export IMPL_track_usage_pct=2.29
export IMPL_cp_slowest_cell="dlygate4sd2_1"
export IMPL_holdPathStages=4
export IMPL_drive_above_1_share_pct=48.1
export IMPL_grt_pass1_wl_mm=1.22
export IMPL_ant_nets=0
export IMPL_dpl_cell_area_um2=483
export IMPL_hold_viol=0
export IMPL_worstHoldStart="A_P"
-- path summary, 6_finish.rpt --
path / end / slack, ns
max: F / 0.03
min: D / 1.15
-- critical path: cells and delay by family --
kind / cells / cell delay [ns]
fa+ha+maj: 1 / 0.19
compound gates: 1 / 0.09
simple gates: 1 / 0.12
buf+inv: 3 / 0.60
-- kinds of logic (layout without fill, tap and decap cells) --
kind of cell	after synthesis	count (layout)	synth area share, %
buffers and inverters	10	26	22.2
adder cells (fa/ha/maj)	7	7	31.7
AND/OR/NAND/NOR	11	11	24.0
AND-OR/OR-AND	6	6	17.2
other	1	3	1.36
multiplexers	1	1	3.62
-- stage by stage --
| stage | TNS [ns] | utilization, % | power, mW | cells |
|---|---|---|---|---|
| after global routing | -0.0577 | 15.3 | 0.111 | 100 |
| after detailed placement | -4.21 | 14.1 | 0.0983 | 98 |
| final | 0 | 15.3 | 0.0999 | 100 |
| after CTS | 0 | 14.5 | 0.0927 | 100 |
| after global placement | -4.21 | 14.1 | 0.0983 | 98 |
| after floorplan | 0 | - | 0.0430 | 38 |
-- cells in the final DEF (no fill, tap or decap), types with 2 or more instances in the layout --
cell type        count
buf_2                5
dlygate4sd2_1        5
conb_1               3
clkdlybuf4s15_2      2
ha_1                 3
buf_4                7
ha_4                 3
inv_2                2
clkdlybuf4s50_1      2
nor2b_1              3
inv_1                2
nor2_1               2
-- power by group --
part | internal (mW) | switching [mW]
combinational | 0.0584 | 0.0416
sequential | 0 | 0
clock | 0 | 0
-- cell type report --
class                      instances  area, µm²
inverter                           4       15.0
timing repair buffer              22        169
fill                             390       2890
multi-input combinational         28        282
tap                               46       57.6
-- timing repair --
action	4_1_cts	5_1_grt
pin swaps	2	2
endpoints found under the setup margin	9	4
buffers inserted	2	0
resized	33	10
-- layer usage --
layer | share of wire, % | GRT usage [%]
met5 | 0 | 0
met2 | 50 | 4.41
met3 | 9.8 | 0.568
met4 | 0 | 0
met1 | 40 | 2.57
Power figures rest on the tool's default switching activity, not on a simulated workload.
