--- flow/design.v ---
module clkdivider1 (
    input clk,
    input rst,
    output reg clk_div_1
);
	localparam constNumber = 25000000;
	reg [31:0] count;
	always @ (posedge(clk), posedge(rst)) begin
		if (rst == 1'b1)
		 count <= 32'b0;
		else if (count == constNumber - 1)
		 count <= 32'b0;
		else
		 count <= count + 1;
	end
	always @ (posedge(clk), posedge(rst)) begin
		if (rst == 1'b1)
		 clk_div_1 <= 1'b0;
		else if (count == constNumber - 1)
		 clk_div_1 <= ~clk_div_1;
		else
		 clk_div_1 <= clk_div_1;
	end
endmodule
--- flow/run.sh ---
#!/bin/bash
# OpenROAD 26Q1-2900-gdf79404cd8, Yosys 0.63+post, stock flow scripts
make -C /OpenROAD-flow-scripts/flow DESIGN_CONFIG=/design/flow/config.mk WORK_HOME=/design/flow/orfs finish
--- flow/config.mk ---
export PLATFORM = sky130hd
export DESIGN_NAME = clkdivider1
export DESIGN_NICKNAME = clkdivider1
export VERILOG_FILES = /design/flow/design.v
export SDC_FILE = /design/flow/constraint.sdc
export NUM_CORES = 4
export LEC_CHECK = 1
export CORE_UTILIZATION = 30
--- flow/constraint.sdc ---
current_design clkdivider1

set clk_period 5.9
set clk_io_pct 0.2

create_clock -name clk0 -period $clk_period [get_ports {clk}]

set non_clock_inputs [all_inputs -no_clocks]
set_input_delay [expr $clk_period * $clk_io_pct] -clock clk0 $non_clock_inputs
set_output_delay [expr $clk_period * $clk_io_pct] -clock clk0 [all_outputs]
==> flow_metrics.tcl <==
# metrics dict for downstream scripts
set metrics [dict create \
    synth_cells 164 \
    drtAntennaViolNets 0 \
    grt_overflow_total 0 \
    ys_async_sr_fraction_pct 100 \
    critPathMaxFanout 2 \
    core.rowCount 27 \
    irDropWorstVdd_v 0.000120 \
    hold_viol 0 \
    yosys_cells 164 \
    crit_buf_inv 1 \
    ys_seq_share_pct 48.6 \
    startpoint_type "register" \
    setup_tns_ps 0 \
    dieArea_um2 5970 \
    synth_chip_area_um2 1700 \
    post_dp_cell_area_um2 1790 \
    drc 0 \
    clockRootBuffer "clkbuf_8" \
    period_needed_ps 2280 \
    vias 1222 \
    path_class "register to output port" \
    synth-edff-count 0 \
    grt_first_pass_wirelength_um 5800 \
    yosys_warnings 1 \
    place.gp.congestion 0.803 \
    yosysMostFrequentCell "dfrtp_1" \
    yosysUniqueCellTypes 35 \
    wirelength_um 3270 \
    skew_ps 7.62 \
    wl_per_cell_um 13.5 \
    die_w_um 77.3 \
    dieHeight_um 77.3 \
    slew_violations 0 \
    ys.flops 33 \
    finalPower_uw 405 \
    layout-drive-gt1-share_pct 13.0 \
    synth.top_cell.area_share_pct 48.6 \
    worstHoldPathType "register to register" \
    clock_sinks 33 \
    insertedDiodeCount 0 \
    first_global_vias 1189 \
    cellPowerDensity_nw_per_um2 215 \
    slowest_stage "clkdlybuf4s50_1" \
    htreeDepth 2 \
    antenna_found_initial 0 \
    ys_top_cells_by_count "dfrtp_1 (33), xnor2_1 (13), nand3_1 (12), nand4_1 (12), xor2_1 (11)" \
    dr.pass1.iters 5 \
    period_used_pct 38.7 \
    clk_latency_ps 280 \
    hpwl_um 2200 \
    track_usage_pct 12.3 \
    cts_buffer_depth 2 \
    ios 3 \
    fill_cells 568 \
    fp_util_pct 31.1 \
    postSynth.topFlopCell "dfrtp_1" \
    max_clock_freq_ghz 0.438 \
    avgSynthCellArea_um2 10.4 \
    numCtsBuffers 5 \
    cts_tree "done" \
    leakage_uw 0.000816 \
    setup_viol 0 \
    warnings 25 \
    cts_resized 0 \
    cp.arrival_ps 1100 \
    rsz0062_at_grt "no" \
    worstMarginPinSlew_ps 866 \
    area_leaders "dfrtp_1 (49%), xnor2_1 (6.7%), xor2_1 (5.7%), nand4_1 (4.4%), nand3_1 (3.5%)" \
    grt_start_max_net_pins 34 \
    crit_required_ps 4720 \
    fp.coreArea_um2 5470 \
    worst_path_largest_cell_delay_ps 470 \
    seq_area_um2 826 \
    vias_per_cell 5.07 \
    hold_buffers 0 \
    worstPathCellList "clkdlybuf4s50_1" \
    area_growth_pct 10.7 \
    status "completed" \
    drtIter0Drc 72 \
    combGateArea_um2 820 \
    cts_setup_buffers 0 \
    relSlewSlack_pct 41.7 \
    netlist_area_um2 1700 \
    maxCapViolCount 0 \
    path_clk_slew_ps 70 \
    worstSetupEndpointType "output port" \
    synth_area_leader_cell "dfrtp_1" \
    path_delay_family "buffers and inverters" \
    io_buffers 2 \
    stdcell_area_um2 1880 \
]
-- through the flow --
step	setup WS, ps	util (%)	cells	hold slack, ps
after detailed placement	3920	32.8	234	459
after global routing	3570	34.4	241	483
final	3620	34.4	241	471
after CTS	3600	34.4	241	473
after global placement	3930	32.8	234	453
after floorplan	4000	-	164	420
-- placed cells by master, fill, tap and decap left out, drive strengths merged, types with 4 or more instances in the layout --
cell type | synthesis | routed
dfrtp | 33 | 33
nand4 | 14 | 14
xnor2 | 13 | 13
nand3 | 12 | 12
xor2 | 11 | 11
nor2 | 10 | 10
nand2 | 9 | 9
and3 | 8 | 8
nor3 | 8 | 8
inv | 6 | 6
clkbuf | 3 | 6
a21oi | 4 | 4
o21ai | 4 | 4
nor4 | 4 | 4
-- flip-flops by register name, indices dropped and copies added (netlist names) --
register   count
clk_div_1      1
count         32
-- report_power, final --
| group | total (uW) | internal (uW) | switching, uW |
|---|---|---|---|
| Clock | 173 | 92.2 | 81.2 |
| Combinational | 5.40 | 1.06 | 4.34 |
| Sequential | 226 | 226 | 0 |
-- worst paths after layout --
check	start	endpoint	depth (start not counted)	slack (ps)
hold / removal	clk_div_1	clk_div_1	1	470
setup reg to reg	count[0]	clk_div_1	6	4020
setup / recovery	clk_div_1	clk_div_1	1	3620
max in group asynchronous	rst	count[18]	3	4310
min in group asynchronous	rst	count[31]	3	1290
hold reg to reg	clk_div_1	clk_div_1	1	470
-- per-layer routing --
metal | routed length [um] | vias up | share of wire [%] | global-route usage (%)
li1 | - | 602 | - | -
met1 | 1710 | 601 | 52 | 20.3
met2 | 1410 | 17 | 43 | 17.4
met3 | 120 | 2 | 3.7 | 2.18
met4 | 29 | 0 | 0.89 | 1.89
met5 | 0 | - | 0 | 0
-- layout make-up --
type | instances | area share [%]
well taps | 72 | 4.78
repair buffers | 4 | 1.86
flip-flops and latches | 33 | 43.9
inverters | 6 | 1.20
multi-input cells | 119 | 43.5
clock inverters | 1 | 0.399
clock buffers | 6 | 4.39
-- cell families (layout without fill, tap and decap cells) --
family	Yosys count	in the layout	share of synthesized area [%]
AOI/OAI and AO/OA	15	15	5.74
xor gates and xnor gates	24	24	12.4
DFF	33	33	48.6
adders and majority gates	1	1	0.736
and+or+nand+nor	79	79	29.4
buffers and inverters	12	17	3.24
